## design/flow/config.mk

```make
export PLATFORM = sky130hd
export DESIGN_NAME = score4
export DESIGN_NICKNAME = score4
export VERILOG_FILES = /design/flow/design.v
export SDC_FILE = /design/flow/constraint.sdc
export NUM_CORES = 4
export LEC_CHECK = 1
export CORE_UTILIZATION = 40
export SYNTH_HDL_FRONTEND = slang
```

## design/flow/constraint.sdc

```tcl
current_design score4

set clk_period 7.2
set clk_io_pct 0.2

create_clock -name clk0 -period $clk_period [get_ports {clk}]

set non_clock_inputs [all_inputs -no_clocks]
set_input_delay [expr $clk_period * $clk_io_pct] -clock clk0 $non_clock_inputs
set_output_delay [expr $clk_period * $clk_io_pct] -clock clk0 [all_outputs]
```

## design/flow/design.v

```verilog
module display(
input logic clk,
input logic rst, 
input logic [1:0]panel [0:5][0:6],
input logic play[0:6],
input logic turn,
output logic hsync,
output logic vsync,
output logic [3:0]red,
output logic [3:0]green,
output logic [3:0]blue
);
logic [9:0] x;                    
logic [9:0] y;                   
logic enable;
always_ff @(posedge clk or negedge rst) 
begin
  if(~rst)begin        
   enable<=0;
  end else enable<= ~enable;
end
  assign vsync = (y>=491 && y<=492) ? 1'b0 : 1'b1;           
  assign hsync = (x>=656 && x<=751) ? 1'b0 : 1'b1;          
always_ff@(posedge clk or negedge rst)
    begin 
      if(~rst)
     begin
      x <= 0;
      y <= 0;
       end else begin
      if(enable) begin 
        if(x==799) begin     
        if(y==523) begin    
          x<=0;
          y<=0;
        end else begin 
          y <= y+1;
          x <= 0; 
            end          
        end else begin 
          y <= y;
          x <= x+1; end
        end 
      end 
  end
int i;   
int j;   
always_ff@(posedge clk or negedge rst)
begin
  if(~rst)begin   
     red <= 0;
     green <= 0;
     blue <= 0;
  end else if(x<640 && y<480) begin    
       red <= 0;
       green <= 0;
       blue <= 0;
       for(i=0; i<=5; i++)begin
        for(j=0; j<=6; j++)begin
          if(panel[i][j]==2'b01 && x>=185+40*j && x<=215+40*j && y>=125+40*i && y<=155+40*i) begin  
               red <= 4'b1111;
               green <= 0;
               blue <= 0;
          end else if(panel[i][j]==2'b10 && x>=185+40*j && x<=215+40*j && y>=125+40*i && y<=155+40*i) begin
               red <= 0;
               green <= 4'b1111;
               blue <= 0;
          end else if(panel[i][j]==2'b11 && x>=185+40*j && x<=215+40*j && y>=125+40*i && y<=155+40*i) begin
               red <= 0;
               green <= 0;
               blue <= 4'b1111;
          end else if(play[j] && turn==0 && x>=185+40*j && x<=215+40*j && y>=400 && y<=420) begin
               red <= 4'b1111;
               green <= 0;
               blue <= 0;
          end else if(play[j] && turn==1 && x>=185+40*j && x<=215+40*j && y>=400 && y<=420) begin
               red <= 0;
               green <= 4'b1111;
               blue <= 0;
          end
        end
      end
    end
end
endmodule
module fsm(
input logic clk,
input logic rst,
input logic put,
input logic right,
input logic left,
input logic invalid_move,
output logic turn
);
enum logic[2:0] {rec0=3'b000, rec1=3'b001, rec2=3'b010, rec3=3'b011, rec4=3'b100, rec5=3'b101, rec6=3'b110} state;
always_ff@(posedge clk or negedge rst) begin
 if(!rst) begin
     turn<=0;
     state<=rec0;
  end else begin
  case (state)
   rec0: begin
    if (put) begin
     if(invalid_move==0)begin
     if(turn)begin
       turn<=0;
     end else if(!turn) begin 
     turn<=1;
	  end
     end else if(invalid_move==1)begin
       turn<=turn;
     end 
       state<=rec0;
    end else if(right) begin
     state<=rec1;
    end else if (left) begin
     state<=rec6;
    end
   end 
   rec1: begin
     if (put) begin
      if(invalid_move==0)begin
       if(turn)begin
        turn<=0;
       end else if(!turn) begin 
        turn<=1;
		  end
      end else if(invalid_move==1)begin
       turn<=turn;
     end 
      state<=rec1;
    end else if(right) begin
     state<=rec2;
    end else if (left) begin
     state<=rec0;
    end
   end 
   rec2: begin
   if (put) begin
     if(invalid_move==0)begin
     if(turn)begin
       turn<=0;
     end else if(!turn) begin 
     turn<=1;
	  end
     end else if(invalid_move==1)begin
       turn<=turn;
     end 
     state<=rec2;
    end else if(right) begin
     state<=rec2;
    end else if (left) begin
     state<=rec1;
    end
   end 
   rec3: begin
    if (put) begin
  if(invalid_move==0)begin
     if(turn)begin
       turn<=0;
     end else if(!turn) begin 
     turn<=1;
	  end
     end else if(invalid_move==1)begin
       turn<=turn;
     end 
        state<=rec3;
    end else if(right) begin
     state<=rec4;
    end else if (left) begin
     state<=rec2;
    end
   end 
   rec4: begin
    if (put) begin
 if(invalid_move==0)begin
     if(turn)begin
       turn<=0;
     end else if(!turn) begin 
     turn<=1;
	  end
     end else if(invalid_move==1)begin
       turn<=turn;
     end 
     state<=rec4;
    end else if(right) begin
     state<=rec5;
    end else if (left) begin
     state<=rec3;
    end
   end 
   rec5: begin
    if (put) begin
 if(invalid_move==0)begin
     if(turn)begin
       turn<=0;
     end else if(!turn) begin 
     turn<=1;
	  end
     end else if(invalid_move==1)begin
       turn<=turn;
     end 
        state<=rec5;
    end else if(right) begin
     state<=rec6;
    end else if (left) begin
     state<=rec4;
    end
   end 
   rec6: begin
    if (put) begin
  if(invalid_move==0)begin
     if(turn)begin
       turn<=0;
     end else if(!turn) begin 
     turn<=1;
	  end
     end else if(invalid_move==1)begin
       turn<=turn;
     end 
     state<=rec6;
    end else if(right) begin
     state<=rec0;
    end else if (left) begin
     state<=rec5;
    end
   end 
endcase
end
end
endmodule
module fullpanel(
input logic clk,
input logic rst,
input logic [1:0]panel[0:5][0:6],
output logic full_panel
);
always_ff @(posedge clk or negedge rst)
begin
  if(!rst) begin
     full_panel <= 0;
  end else begin
     if(panel[0][0]!=2'b00 && panel[0][1]!=2'b00 && panel[0][2]!=2'b00 && panel[0][3]!=2'b00 && panel[0][4]!=2'b00 && panel[0][5]!=2'b00 && panel[0][6]!=2'b00) 
     begin
     full_panel <= 1;
  end else full_panel <= 0;
 end
end
endmodule     
module score4(
input logic clk,
input logic rst,
input logic left,
input logic right,
input logic put,
output logic player,
output logic invalid_move,
output logic win_a,
output logic win_b,
output logic full_panel,
output logic hsync,
output logic vsync,
output logic [3:0] red,  
output logic [3:0] green,
output logic [3:0] blue
);
logic [1:0]panel[0:5][0:6];
logic play[0:6];
logic signal_in;
logic falling_edge;
synchronizer synched(clk, rst, signal_in, falling_edge);
fsm playing(clk, rst, put, right, left, invalid_move, player);
win winner(clk, rst, player, panel, win_a, win_b);
state_update up(clk, rst, player, put ,right, left, win_a, win_b, panel, play, invalid_move);
fullpanel fully(clk, rst, panel, full_panel);
display disp(clk, rst, panel, play, player, hsync, vsync, red, green, blue); 
endmodule
module state_update(
input logic clk,
input logic rst,
input logic turn,
input logic put,
input logic right,
input logic left,
input logic win_a,
input logic win_b,
output logic [1:0]panel [0:5][0:6],
output logic play[0:6],
output logic invalid_move
);
int i,z,j,k,w;
int f,g,c,l,m,n,o,p;
always_ff@(posedge clk or negedge rst)
begin 
  if(!rst) begin
	   for(z=0; z<=5; z++) begin
	     for(i=0; i<=6; i++) begin
		    panel[z][i]<=2'b00;
			 play[0]<=1;
       invalid_move<=0;
			end
	    end
   end else if(put) begin
     for(i=0; i<=6; i++) begin
       if(play[i]) begin
         if(panel[5][i]==2'b00 && turn==0) begin
            panel[5][i]<=2'b01;
          end else if(panel[5][i]==2'b00 && turn==1) begin
            panel[5][i]<=2'b10;
          end else if(panel[4][i]==2'b00 && turn==0) begin
            panel[4][i]<=2'b01;
          end else if(panel[4][i]==2'b00 && turn==1) begin
            panel[4][i]<=2'b10;       
          end else if(panel[3][i]==2'b00 && turn==0) begin
            panel[3][i]<=2'b01;
          end else if(panel[3][i]==2'b00 && turn==1) begin
            panel[3][i]<=2'b10;  
          end else if(panel[2][i]==2'b00 && turn==0) begin
            panel[2][i]<=2'b01;
          end else if(panel[2][i]==2'b00 && turn==1) begin
            panel[2][i]<=2'b10; 
          end else if(panel[1][i]==2'b00 && turn==0) begin
            panel[1][i]<=2'b01;
          end else if(panel[1][i]==2'b00 && turn==1) begin
            panel[1][i]<=2'b10;    
          end else if(panel[0][i]==2'b00 && turn==0) begin
            panel[0][i]<=2'b01;
          end else if(panel[0][i]==2'b00 && turn==1) begin
            panel[0][i]<=2'b10;
          end else invalid_move<=1;
        end
      end
    end else if(right) begin
   for(j=0; j<=5; j++) begin
    if(play[j]) begin
       play[j]<=0;
       play[j+1]<=1;
    end else if (play[6]) begin  
       play[6]<=0;
       play[0]<=1;
    end
  end
 end else if(left)begin
   for(k=1; k<=6; k++) begin
    if(play[k]) begin
       play[k]<=0;
       play[k-1]<=1;
    end else if(play[0]) begin
       play[0]<=0;
       play[6]<=1;
    end
   end
  end else begin
 for(f=0; f<=5; f++) begin           
        for(g=0; g<=3; g++) begin
                if(panel[f][g]==2'b01 && panel[f][g+1]==2'b01 && panel[f][g+2]==2'b01 && panel[f][g+3]==2'b01 && win_a) begin 
                               panel[f][g]<=2'b11;
                               panel[f][g+1]<=2'b11; 
                               panel[f][g+2]<=2'b11; 
                               panel[f][g+3]<=2'b11;                  
                 end else if(panel[f][g]==2'b10 && panel[f][g+1]==2'b10 && panel[f][g+2]==2'b10 && panel[f][g+3]==2'b10 && win_b) begin 
                               panel[f][g]<=2'b11;
                               panel[f][g+1]<=2'b11; 
                               panel[f][g+2]<=2'b11; 
                               panel[f][g+3]<=2'b11; 
                 end
            end
end
        for(c=0; c<=2; c++) begin
        for(l=0; l<=3; l++) begin     
                if(panel[c][l]==2'b01 && panel[c+1][l]==2'b01 && panel[c+2][l]==2'b01 && panel[c+3][l]==2'b01 && win_a) begin
                          panel[c][l]<=2'b11;
                          panel[c+1][l]<=2'b11;
                          panel[c+2][l]<=2'b11;
                          panel[c+3][l]<=2'b11;
                 end else if(panel[c][l]==2'b10 && panel[c][l+1]==2'b10 && panel[c][l+2]==2'b10 && panel[c][l+3]==2'b10 && win_b) begin 
                          panel[c][l]<=2'b11;
                          panel[c+1][l]<=2'b11;
                          panel[c+2][l]<=2'b11;
                          panel[c+3][l]<=2'b11;
                 end
            end
end 
   for(m=0; m<=2; m++) begin
        for(n=0; n<=3; n++) begin   
                if(panel[m+3][n]==2'b01 && panel[m+2][n+1]==2'b01 && panel[m+1][n+2]==2'b01 && panel[m][n+3]==2'b01 && win_a ) begin
                          panel[m+3][n]<=2'b11; 
                          panel[m+2][n+1]<=2'b11;
                          panel[m+1][n+2]<=2'b11;
                          panel[m][n+3]<=2'b11;
                 end else if(panel[m+3][n]==2'b10 && panel[m+2][n+1]==2'b10 && panel[m+1][n+2]==2'b10 && panel[m][n+3]==2'b10 && win_b) begin 
                          panel[m+3][n]<=2'b11; 
                          panel[m+2][n+1]<=2'b11;
                          panel[m+1][n+2]<=2'b11;
                          panel[m][n+3]<=2'b11;
                 end
            end
end 
        for(o=0; o<=2; o++) begin
        for(p=0; p<=3; p++) begin 
                if(panel[o][p]==2'b01 && panel[o+1][p+1]==2'b01 && panel[o+2][p+2]==2'b01 && panel[o+3][p+3]==2'b01 && win_a) begin
                          panel[o][p]<=2'b11;
                          panel[o+1][p+1]<=2'b11;
                          panel[o+2][p+2]<=2'b11;
                          panel[o+3][p+3]<=2'b11;
                 end else if(panel[o][p]==2'b10 && panel[o+1][p+1]==2'b10 && panel[o+2][p+2]==2'b10 && panel[o+3][p+3]==2'b10 && win_b) begin 
                          panel[o][p]<=2'b11;
                          panel[o+1][p+1]<=2'b11;
                          panel[o+2][p+2]<=2'b11;
                          panel[o+3][p+3]<=2'b11;
                 end
            end
end 
end
end
endmodule
module synchronizer(
input logic clk,
input logic rst,
input logic signal_in,
output logic falling_edge
);
logic edge_reg;
always_ff @(posedge clk, posedge rst) begin
   if (rst) begin
     edge_reg <= 1'b0;
   end else begin
     edge_reg <= signal_in;
       end
end
  assign falling_edge = edge_reg & (~signal_in);
endmodule
module win(
input logic clk,
input logic rst,
input logic turn,
input logic [1:0] panel [0:5][0:6],
output logic win_a,
output logic win_b
);
int i,j,k,l,m,n,o,p;
always_ff@(posedge clk or negedge rst)
begin 
if(!rst) begin
  win_a <= 0;
  win_b <= 0;
end else begin
 for(i=0; i<=5; i++) begin           
   for(j=0; j<=3; j++) begin   
      if(panel[i][j]==2'b01 && panel[i][j+1]==2'b01 && panel[i][j+2]==2'b01 && panel[i][j+3]==2'b01) begin
              win_a <= 1'b1;
              win_b <= 1'b0;
      end else if(panel[i][j]==2'b10 && panel[i][j+1]==2'b10 && panel[i][j+2]==2'b10 && panel[i][j+3]==2'b10) begin 
              win_a <= 1'b0;
              win_b <= 1'b1;
      end
   end
 end
 for(k=0; k<=2; k++) begin
   for(l=0; l<=3; l++) begin     
      if(panel[k][l]==2'b01 && panel[k+1][l]==2'b01 && panel[k+2][l]==2'b01 && panel[k+3][l]==2'b01) begin
                win_a <= 1'b1;
                win_b <= 1'b0;
      end else if(panel[k][l]==2'b10 && panel[k][l+1]==2'b10 && panel[k][l+2]==2'b10 && panel[k][l+3]==2'b10) begin 
                win_a <= 1'b0;
                win_b <= 1'b1;
      end
   end
 end 
 for(m=0; m<=2; m++) begin
   for(n=0; n<=3; n++) begin   
       if(panel[m+3][n]==2'b01 && panel[m+2][n+1]==2'b01 && panel[m+1][n+2]==2'b01 && panel[m][n+3]==2'b01) begin
                   win_a <= 1'b1;
                   win_b <= 1'b0;
       end else if(panel[m+3][n]==2'b10 && panel[m+2][n+1]==2'b10 && panel[m+1][n+2]==2'b10 && panel[m][n+3]==2'b10) begin 
                   win_a <= 1'b0;
                   win_b <= 1'b1;
       end
   end
 end 
 for(o=0; o<=2; o++) begin
   for(p=0; p<=3; p++) begin 
      if(panel[o][p]==2'b01 && panel[o+1][p+1]==2'b01 && panel[o+2][p+2]==2'b01 && panel[o+3][p+3]==2'b01) begin
                win_a <= 1'b1;
                win_b <= 1'b0;
      end else if(panel[o][p]==2'b10 && panel[o+1][p+1]==2'b10 && panel[o+2][p+2]==2'b10 && panel[o+3][p+3]==2'b10) begin 
                win_a <= 1'b0;
                win_b <= 1'b1;
   end
 end
end 
end
end
endmodule
```

## design/flow/run.sh

```bash
#!/bin/bash
# OpenROAD 26Q1-2900-gdf79404cd8, Yosys 0.63+post, stock flow scripts
make -C /OpenROAD-flow-scripts/flow DESIGN_CONFIG=/design/flow/config.mk WORK_HOME=/design/flow/orfs finish
```

==> flow_summary_export.csv <==
group,metric,value,unit
die,rows,62,
grt,grt_max_degree,65,
synth,synth_area,11800,µm²
place,dp_worst_setup_slack,3.01,ns
timing,finalCritPeriodShare,0.533,
cts,clock.latency.late_pin,0.47,ns
synth,ys_area,11800,µm²
die,fp.dieH,174,µm
power_and_ir_drop,p_per_area,266,nW/µm²
cts,cts_tree,"yes",
worst_setup_path,end_kind,"flip-flop",
timing,final_max_slew_viol_count,0,
layout,area_growth,10.2,%
timing,fin_ws,3.36,ns
die,core_area,28900,µm²
place,placed_area,12400,µm²
detailed_routing,via_per_inst,7.25,
synth,synth_top_area_share,0.253,
worst_setup_path,cp-start-kind,"primary input",
run,warnings,30,
grt,grt-ovfl-total,0,
synth,synth-edff-count,6,
cts,h-tree-depth,4,
detailed_routing,drt-pass1-iter-count,9,
synth,ys.flops,127,
detailed_routing,routedWlPerCell,34.3,µm
layout,final_cell_area,13000,µm²
layout,lay_top_count,"nor2_1",
die,fp.dieW,174,µm
synth,topCellsByArea,"dfrtp_1 (25%), o21ai_0 (5.9%), nor2_1 (4.5%), nor2b_1 (4.5%), nand2_1 (3.5%)",
grt,grt_pass1_vias,13200,
detailed_routing,first_iter_violations,2127,
grt,met1_usage,0.629,
timing,setup_viol_count_final,0,
cts,cts_sinks,127,
synth,yosys_warnings,0,
power_and_ir_drop,ir_drop,330,µV
timing,whs,0.544,ns
cts,clk_path_buf_depth,2,
worst_setup_path,arrival,4.18,ns
timing,worstMarginPinSlew,1.17,ns
timing,tns,0,ns
synth,syn_inst,1565,
layout,seq_area,3210,µm²
detailed_routing,route.vias.total,14100,
layout,drive_gt1_frac,0.0886,
synth,ys_seq_frac,0.272,
detailed_routing,wirelength,66700,µm
place,io_buffer_count,23,
status,status,"finished, final reports clean",
layout,utilization,0.450,
timing,fin_worst_skew,0.0271,ns
cts,ctsResizeCount,0,
worst_setup_path,path_class,"primary input to flip-flop",
place,place.gp.congestion,1.16,
power_and_ir_drop,leakage,4.57,nW
run,maxCapViolCount,0,
synth,ff_type,"dfrtp_1",
timing,rsz0062_at_grt,"no",
grt,busiest_layer,"met1",
grt,grt_pass1_wl,95200,µm
timing,relSlewSlack,0.211,
synth,synthArstFlopShare,0.953,
cts,postCtsHoldBufs,0,
cts,cts-buffers-inserted,17,
die,pin_count,24,
grt,use_met2,0.620,
die,initCoreUtil,0.408,
timing,max_freq,261,MHz
synth,yosysCellCount,1565,
synth,synth.distinct_cells,97,
synth,yosysTopAreaCell,"dfrtp_1",
worst_hold_path,hp-class,"flip-flop to flip-flop",
grt,grt_use_met3,0.174,
synth,syn_area_per_cell,7.53,µm²
detailed_routing,drtAntennaViolNets,0,
layout,layout.area.comb,7890,µm²
cts,path_clk_slew,0.06,ns
worst_setup_path,crit_fanout,64,
cts,post_cts_buffers,0,
grt,antenna_found_initial,2,
layout,nFillCells,2928,
die,chipArea,30200,µm²
place,hpwl,50000,µm
layout,final_cell_mix,"nor2_1 (141), o21ai_0 (138), dfrtp_1 (119)",
timing,hold_viol_final,0,
cts,clockRootBuffer,"clkbuf_16",
timing,layout_min_cycle_time,3.84,ns
worst_setup_path,required,7.54,ns
grt,grtUsageTotal,0.454,
detailed_routing,drc,0,
## cells in the mapped netlist, drive strengths merged, types with 15 or more instances
cell type and n:
nor2 143, o21ai 143, dfrtp 119, nand2 110
nor2b 85, a21oi 77, clkbuf 73, nand2b 65
nand3 50, nor3 50, buf 49, nor4 48
o22ai 45, a21o 41, and3 35, inv 34
a31oi 31, nand4 30, o21bai 27, o31ai 19
a211oi 15, a22oi 15, o221ai 15
## area by class of cell
cell class,instances,share of cell area
clock inverters,13,0.0118
multi-input cells,1280,0.608
flip-flops and latches,127,0.247
inverters,36,0.0104
repair buffers,83,0.0518
diodes,3,0.000578
clock buffers,19,0.0333
well taps,384,0.0370
## worst max-delay path, stage by stage
cell and delay [ns]:
buf_2 0.09, buf_4 0.59, nor2_1 0.23, o21ai_0 0.35
a21boi_0 0.82, o21ai_0 0.29, mux2_2 0.34
## layer usage
metal	part of all wire	routed length, µm	vias to the layer above
li1	-	-	5905
met1	0.40	26400	6779
met2	0.39	26300	1126
met3	0.13	8980	298
met4	0.075	5020	2
met5	0.00016	11	-
## through the flow
stage / power, mW / std cells
after floorplan: 1.83 / 1565
after global placement: 2.46 / 1910
after detailed placement: 2.44 / 1910
after CTS: 3.36 / 1942
after global routing: 3.55 / 1942
final: 3.46 / 1945
## flip-flops by register name (all words and copies together) (netlist names), 7 cells and up
register       count
disp.x            10
disp.y            10
playing.state      7
up.panel          84
up.play            7
## where the power goes
part | switching, mW | internal (mW)
clock network | 0.392 | 0.518
logic | 0.975 | 0.396
registers | 0.334 | 0.845
total | 1.70 | 1.76
## path summary, 6_finish.rpt
kind / cells after the start / slack (ns) / startpoint / to
max: 7 / 3.36 / put / up.panel[42]$_DFFE_PN0P_
min: 2 / 0.54 / playing.state[6]$_DFF_PN0_ / playing.state[1]$_DFF_PN0_
max reg2reg: 8 / 3.45 / disp.x[0]$_DFFE_PN0P_ / disp.blue[2]$_DFFE_PN0P_
min reg2reg: 2 / 0.54 / playing.state[6]$_DFF_PN0_ / playing.state[1]$_DFF_PN0_
max in group asynchronous: 2 / 5.30 / rst / up.panel[75]$_DFFE_PN0P_
min in group asynchronous: 1 / 0.85 / rst / up.panel[14]$_DFFE_PN0P_
## cell families after synthesis
group,share of synthesized area
flip-flops,0.272
buffers and inverters,0.0596
XOR/XNOR,0.00892
AND/OR/NAND/NOR,0.320
multiplexers,0.0122
AND-OR/OR-AND,0.319
adder cells (fa/ha/maj),0.00743
Power is estimated from default activity; no workload was simulated.
